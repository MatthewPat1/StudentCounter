==> design.v <==
module Counter( input logic swController, reset, clock, incBut, decBut,
output logic[7:0] display0, display1, display2, display3,
 output logic LEDR0, LEDR1, LEDR2, LEDR3
 );
        reg[8:0] count=1;
        reg[8:0] countover;
        integer increased = 0;
        reg[9:0] decCount = 9;
        reg[9:0] decCountOver = 10;
        BlinkingClock myClock(clock, blinkingClock);
      initial begin
                display0 = 8'b1100_0000;
                display1 = 8'b1100_0000;
                display2 = 8'b1100_0000;
                display3 = 8'b1010_0100;
                LEDR1 = 0;
                LEDR0 = 0;
        end
       task hexdisplay(input[8:0]  value, output reg [7:0] display);
        case(value)
            0: display = 8'b1100_0000;
            1: display = 8'b1111_1001;
            2: display = 8'b1010_0100;
            3: display = 8'b1011_0000;
            4: display = 8'b1001_1001;
            5: display = 8'b1001_0010;
            6: display = 8'b1000_0010;
            7: display = 8'b1111_1000;
            8: display = 8'b1000_0000;
            9: display = 8'b1001_1000;
            default: display = 8'b1100_1111;
       endcase
    endtask
         always@(swController) begin
                if(swController) begin
                        LEDR1 = blinkingClock;
                end
                else if(~swController) begin
                        LEDR1 = 0;
                end
         end
        always@(posedge incBut) begin
                if(reset) begin
                        LEDR0 = 0;
                        display1=8'b1100_0000;
                        display0=8'b1100_0000;
                        count <= 0;
                        countover <= 0;
                end
                else begin
                        if(countover >= 10) begin
                                display1 = 8'b1010_0100;
                                display0 = 8'b1100_0000;
                                LEDR0 = blinkingClock;
                        end
                        else if(count >= 10) begin
                                LEDR0 = 1;
                                display1 = 8'b1111_1001;
                                countover <= countover + 1;
                                hexdisplay(countover, display0);
                        end
                        else begin
                                count <= count + 1;
                                hexdisplay(count, display0);
                        end
                end
        end
                always@(posedge decBut) begin
                if(reset) begin
                        display2=8'b1100_0000;
                        display3=8'b1010_0100;
                        decCount <= 10;
                        decCountOver <= 10;
                end
                else begin
                        if(decCountOver == 10)begin
                                display2 =8'b1100_0000;
                                display3 =8'b1010_0100;
                                decCountOver <= decCountOver - 1;
                        end
                        else if(decCountOver > 0) begin
                                display3 = 8'b1111_1001;
                                decCountOver <= decCountOver - 1;
                                hexdisplay(decCountOver, display2);
                        end
                        else if(decCountOver == 0) begin
                                decCount <= decCount - 1;
                                display3 = 8'b1100_0000;
                                hexdisplay(decCount, display2);
                        end
                        else if(decCount <= 0) begin
                                display2 = 8'b1100_0000;
                                display3 = 8'b1100_0000;
                        end
                end
        end
endmodule
module BlinkingClock(
                      input clk,
                      output logic slow_clock
                                          );
        logic [29:0] counter;  
        parameter slowParam=12500000;
        always @(posedge clk)
        begin
                counter <= counter+1;
                if (counter >= slowParam)
                begin
                                counter <= 0;
                                slow_clock <= ~slow_clock;
                end
        end
endmodule
==> run.sh <==
#!/bin/bash
# OpenROAD 26Q1-2900-gdf79404cd8, Yosys 0.63+post, stock flow scripts
make -C /OpenROAD-flow-scripts/flow DESIGN_CONFIG=/design/flow/config.mk WORK_HOME=/design/flow/orfs finish
==> config.mk <==
export PLATFORM = sky130hd
export DESIGN_NAME = Counter
export DESIGN_NICKNAME = Counter
export VERILOG_FILES = /design/flow/design.v
export SDC_FILE = /design/flow/constraint.sdc
export NUM_CORES = 4
export LEC_CHECK = 1
export CORE_UTILIZATION = 50
==> constraint.sdc <==
current_design Counter

set clk_period 2.7
set clk_io_pct 0.2

create_clock -name clk0 -period $clk_period [get_ports {clock}]
create_clock -name clk1 -period $clk_period [get_ports {decBut}]
create_clock -name clk2 -period $clk_period [get_ports {incBut}]

set non_clock_inputs [all_inputs -no_clocks]
set_input_delay [expr $clk_period * $clk_io_pct] -clock clk0 $non_clock_inputs
set_output_delay [expr $clk_period * $clk_io_pct] -clock clk0 [all_outputs]
==> summary.txt <==
Summary of implementation figures.

Placement
The placement summary gives the final routability congestion estimate as 0.935. The post-DP HPWL is roughly 5900 µm. The quantity of I/O buffers inserted on ports is 30.

Global routing
The global-route wire length before repair is 14700 µm. The initial antenna violation count came to 0. Per the GRT congestion report, total overflow comes to 0. Entering global routing, the biggest net connects 40 pins. The global routing usage summed across all routing layers is 0.192.

The via count of the first global-routing pass is roughly 3300.

Min path
The path class of the lowest-slack min-delay path is reg -> reg.

Run
In this run the tools logged warnings totalling 45. The count of maximum capacitance violations is 0.

Critical path
The worst setup path is captured at a flip-flop. The origin of the critical flop-to-flop path is count[0]$_SDFFE_PP0P_. Tracing the worst setup path back leads to its startpoint at count[0]$_SDFFE_PP0P_.

In this run the register-to-register setup slack is 0.13 ns. The critical setup path kind is reg -> reg. The critical-path maximum fanout is 6. The worst endpoint required time is 2.86 ns. The element type at the critical path start is a flip-flop.

The worst path arrival time is 2.73 ns. The worst register-to-register path has a depth of 10.

Yosys
Ranked by total cell area, the synthesized netlist is headed by sky130_fd_sc_hd__dfxtp_1 (43%), sky130_fd_sc_hd__ha_1 (7.2%), sky130_fd_sc_hd__xor2_1 (4.5%), sky130_fd_sc_hd__nor2_1 (4.3%), sky130_fd_sc_hd__nor3_1 (3.8%). Counting flops with a built-in enable in the synthesized netlist gives 1. The fraction of registers with async set or reset after synthesis is 0.

The fraction of synthesized cell area taken by the top area cell type is 0.430. The synthesis report lists the Yosys warning total as 5. The library cell with the largest summed area after synthesis is sky130_fd_sc_hd__dfxtp_1. The sequential-to-total area share from yosys stat is 0.437. After synthesis, the netlist uses 60 different library cells.

For this design, Yosys synthesis ends with a cell count of 513. The chip area from the yosys synthesis statistics is 4510 µm². Once synthesis finished, the tally of register bits stood at between 90 and 100. The mapped cell area is between 4000 and 5000 µm². For this run, the leading register cell type out of synthesis is sky130_fd_sc_hd__dfxtp_1.

The post-synthesis cell count is 513. After synthesis, the mean cell area works out to 8.80 µm².

Detailed routing
The detailed router placed roughly 3500 vias in this run. The number of antenna repair diodes is 0. Dividing the detail-routed via count by the number of cells gives around 5.2. After the first detailed-routing iteration, the DRC count stood at 173. The wire length recorded after detailed routing is 8340 µm. The antenna violation net count after detailed routing is 0. The script parses the final routing iteration and logs DRC violations as 0.

The average wire length per cell after detail routing is 12.5 µm. The count of TritonRoute iterations in the first routing pass is 6.

CTS
The number of clock sinks came to 98. Post-CTS repair changed the size of 0 cells. The clock slew at the register clock pins of the worst setup and hold paths is ~0.07 ns.

The clock tree from TritonCTS is done. After clock tree synthesis, the setup repair step added 0 buffers. The number of buffers inserted by hold repair at cts is 0.

Pwr
The total power draw is approximately 0.0032 W. The share of total power dissipated in combinational logic is 0.112. Of the total power, registers draw 0.502.

The share of total power dissipated in the clock network is 0.386. Switching power as a fraction of the total was reported as 0.231. The total power density per cell area is 600 nW/µm². The leakage power summed over all cells is 2.04 nW. The internal power of the cells totals ~0.0024 W. In this run the power spent charging and discharging nets is 0.000730 W.

The worst-case IR drop observed on VDD is about 0.00037 V.

Floorplan
The floorplan has 34 rows. In this run the full chip footprint comes out at 9410 µm². The I/O pin count is 41.

In this run the horizontal extent of the chip is 97.0 µm. The area of the core region is slightly below 9000 µm². The die is just under 100 µm tall. The initial standard-cell utilization of the core is 0.518.

Timing
The final layout reports a setup TNS of 0 ns. The final timing report lists a max-slew violation count of 0. Across the routed clock network, the largest skew measured is 0.00740 ns. The actual transition at the worst max-transition pin is ~0.56 ns. In the final report, the number of endpoints failing setup comes to 0. Headroom to the max-slew limit came out at 0.624. The final count of hold timing violations is 0.

Setup repair after global routing left no endpoint under its margin.

Layout
The layout-stage area growth over the synthesis result is 16.4%. The layout cell share with drive strength beyond 1 is 0.0980. The layout report lists the multi-input gate area as 2350 µm².

The storage element area is 1970 µm². Fill cells in the final layout number between 700 and 800. The most common logic cell in the final layout is sky130_fd_sc_hd__dfxtp_1. The most common logic cells in the final layout are sky130_fd_sc_hd__dfxtp_1 (97), sky130_fd_sc_hd__nor2_1 (52), sky130_fd_sc_hd__nand2_1 (36), sky130_fd_sc_hd__nor3_1 (34), sky130_fd_sc_hd__clkdlybuf4s50_1 (30).

Run status
The flow ran to the end, and the final reports show no timing, DRC or antenna violations.
[registers in the layout (all words and copies together) (netlist names), named ones only]
register and count:
decCountOver 10, count 9, display3 4, display2 7
decCount 9, display0 7, LEDR0 1, display1 4
countover 9, myClock.slow_clock 1, myClock.counter 30
[cell type report]
type                    instances  area share
multi-input cells             372       0.447
flip-flops and latches         98       0.375
repair buffers                 45      0.0786
clock buffers                  19      0.0479
well taps                     108      0.0257
inverters                      23      0.0169
clock inverters                 4     0.00905
[stage by stage]
step	cell area [µm²]	utilization	worst slack [ns]	cells	hold WS, ns
after CTS	5240	0.601	0.125	669	0.460
after global routing	5260	0.603	0.0436	669	0.482
after detailed placement	4940	0.566	0.145	646	0.440
final	5260	0.603	0.134	669	0.453
after floorplan	4560	-	0.235	525	0.424
after global placement	4940	0.566	0.216	646	0.445
[how the worst min path moves through the flow]
stage / from / to / slack, ns / cells after the start
after CTS: flip-flop / display0[6]$_SDFF_PP1_ / 0.46 / 2
after global routing: countover[8]$_SDFFE_PP0P_ / countover[8]$_SDFFE_PP0P_ / 0.48 / 1
final: flip-flop / display0[6]$_SDFF_PP1_ / 0.45 / 2
[power groups by stage]
stage	combinational [W]	clock (W)	sequential, W
4_1_cts	0.000357	0.00125	0.00159
5_1_grt	0.000397	0.00132	0.00160
6_report	0.000353	0.00122	0.00158
[routing by layer]
metal,track usage,share of wire,vias to the layer above
met5,0,0,-
met4,0.0390,0.023,0
met3,0.0419,0.031,17
met2,0.302,0.45,46
met1,0.286,0.50,1589
li1,-,-,1805
[critical path: stages, from the launching register on]
cell and delay [ns]:
sky130_fd_sc_hd__dfxtp_1 0.41, sky130_fd_sc_hd__inv_1 0.12, sky130_fd_sc_hd__ha_1 0.23, sky130_fd_sc_hd__o31ai_1 0.26
sky130_fd_sc_hd__and3_1 0.28, sky130_fd_sc_hd__nor2_4 0.08, sky130_fd_sc_hd__a211o_4 0.37, sky130_fd_sc_hd__ha_1 0.28
sky130_fd_sc_hd__inv_1 0.04, sky130_fd_sc_hd__mux2_4 0.25, sky130_fd_sc_hd__a2bb2oi_1 0.13
[synth_stat cells (3+ instances only)]
library cell and n:
sky130_fd_sc_hd__dfxtp_1 97, sky130_fd_sc_hd__nor2_1 52, sky130_fd_sc_hd__nand2_1 36, sky130_fd_sc_hd__nor3_1 34
sky130_fd_sc_hd__a21oi_1 28, sky130_fd_sc_hd__o21ai_0 27, sky130_fd_sc_hd__ha_1 26, sky130_fd_sc_hd__xor2_1 23
sky130_fd_sc_hd__inv_1 22, sky130_fd_sc_hd__nand3_1 20, sky130_fd_sc_hd__clkbuf_1 16, sky130_fd_sc_hd__nor2b_1 13
sky130_fd_sc_hd__xnor2_1 13, sky130_fd_sc_hd__buf_4 12, sky130_fd_sc_hd__nand2b_1 7, sky130_fd_sc_hd__mux2i_1 6
sky130_fd_sc_hd__or3_1 6, sky130_fd_sc_hd__and3_1 5, sky130_fd_sc_hd__nor4_1 5, sky130_fd_sc_hd__a31oi_1 4
sky130_fd_sc_hd__nor3b_1 4, sky130_fd_sc_hd__o22ai_1 4, sky130_fd_sc_hd__nand4_1 3, sky130_fd_sc_hd__o21a_1 3
[cell families after synthesis]
kind of cell,synth area share
AND-OR/OR-AND,0.110
AND/OR/NAND/NOR,0.226
flip-flops,0.437
XOR/XNOR,0.0699
adder cells (fa/ha/maj),0.0721
buffers and inverters,0.0568
multiplexers,0.0266
other,0.00166
Power is estimated from default activity; no workload was simulated.
